===== design.v =====
`timescale 1ns / 1ps
module Mux (a,b,s,c);
    input [31:0]a,b;
    input s;
    output [31:0]c;
    assign c = (~s) ? a : b ;
endmodule

===== run.sh =====
#!/bin/bash
# OpenROAD 26Q1-2900-gdf79404cd8, Yosys 0.63+post, stock flow scripts
make -C /OpenROAD-flow-scripts/flow DESIGN_CONFIG=/design/flow/config.mk WORK_HOME=/design/flow/orfs finish

===== config.mk =====
export PLATFORM = sky130hd
export DESIGN_NAME = Mux
export DESIGN_NICKNAME = Mux
export VERILOG_FILES = /design/flow/design.v
export SDC_FILE = /design/flow/constraint.sdc
export NUM_CORES = 4
export LEC_CHECK = 1
export CORE_AREA = 10 10 71 71
export DIE_AREA = 0 0 81 81

===== constraint.sdc =====
current_design Mux

set clk_period 1.0
set clk_io_pct 0.2

create_clock -name clk0 -period $clk_period

set non_clock_inputs [all_inputs -no_clocks]
set_input_delay [expr $clk_period * $clk_io_pct] -clock clk0 $non_clock_inputs
set_output_delay [expr $clk_period * $clk_io_pct] -clock clk0 [all_outputs]

==> GITHUB_STEP_SUMMARY <==
### Yosys + OpenROAD results

| Metric | Value |
|---|---|
| Cell family with most CP delay | `buffers and inverters` |
| Pin count of the biggest net entering global routing | `11` |
| Fraction of met3 tracks used by global routing | `2.78%` |
| Slew of the pin with the lowest slew margin | `about 87 ps` |
| Total number of vias | `715` |
| Top-level port count | `97` |
| Power density over cell area | `392 mW/mm^2` |
| Largest type area fraction | `82.8%` |
| Violations in the final reports | `negative setup slack` |
| First-pass GRT wire length | `around 4.1 mm` |
| Endpoint required time on the critical path | `800 ps` |
| Final Setup Violations | `32` |
| Static power due to leakage | `0.000872 uW` |
| Worst-case headroom to the max-slew limit | `94.2%` |
| Number of buffers inserted for hold repair after clock tree synthesis | `0` |
| Seq_cells | `0` |
| Cell area after synthesis | `about 540 um^2` |
| Maximum VDD drop | `169 uV` |
| Iteration tally of the first detailed-router pass | `2` |
| Weighted congestion at the end of routability-driven global placement | `~0.83` |
| Beginning of the worst hold path | `b[29]` |
| Total wire length | `between 2 and 3 mm` |
| Number of warning messages in the logs | `34` |
| Number of pins exceeding their max-slew limit in the final report | `0` |
| Top cells by area | `mux2_4 83%, buf_12 11%, mux2_2 4.1%, buf_6 2.1%` |
| Number of antenna violations at the first check in global routing | `0` |
| Worst hold margin | `691 ps` |
| Most numerous logic cell after layout | `dlygate4sd2_1` |
| GR Layer Usage met1 | `under 10%` |
| Ratio of cells with drive above 1 in the final layout | `between 50% and 60%` |
| Slowest cell delay on critical path | `290 ps` |
| Clock period minus worst slack | `1180 ps` |
| Arrival @ worst endpoint | `980 ps` |
| Total number of yosys warnings | `0` |
| Cell count after synthesis | `36` |
| Syn_area_per_cell | `15.1 um^2` |
| Status | `complete, but fails checks` |
| HPWL after detailed placement | `about 2.5 mm` |
| # Cells Yosys | `36` |
| Total die area | `0.00656 mm^2` |
| Number of library cell types mapped by synthesis | `4` |
| Worst path cell trace | `buf_12 > buf_12 > buf_12 > mux2_4 > buf_6` |
| Layer with the highest usage after global routing | `met2` |
| Hold Vio Cnt, Final | `0` |
| Register area | `0 um^2` |
| Aggregate global routing overflow | `0` |
| Fmax | `0.848 GHz` |
| Seq/Total Area, Yosys | `0%` |
| Count of standard-cell rows | `22` |
| Post-layout period usage | `118%` |
| Avg WL per Cell | `15.4 um` |
| Remaining number of nets flagged by the antenna check after routing | `0` |
| Worst Setup End Kind | `output port` |
| Horizontal die dimension | `81 um` |
| Cell depth of the worst hold path | `3` |
| Drc violations | `0` |
| CP max-delay cell | `mux2_4` |
| # port buffers | `slightly below 100` |
| Design Power | `624 uW` |
| Via density | `3.82` |
| Core utilization at floorplan | `15.0%` |
| Post-route setup slack | `-179 ps` |
| Total antenna diodes in the routed design | `0` |
| Worst Hold Path EP | `c[29]` |
| Setup repair after global routing missed its margin | `true` |
| Post-synthesis chip area from yosys | `544 um^2` |
| Met2 usage | `14.3%` |
| # clk buffers | `0` |
| Most frequent cells in the layout | `51 x dlygate4sd2_1, 31 x mux2_4, 23 x buf_6` |
| Library cell occupying the most area in the post-synthesis netlist | `mux2_4` |
| Vias in the first global route | `roughly 760` |
| Max-capacitance violation count | `0` |
| Worst min-delay path class | `in2out` |
| Largest fanout of any net on the critical path | `6` |
| Critical Path Source Type | `input port` |
| Dominant cell type by count on the critical path | `buf_12` |
| Area Overhead vs Synth | `192%` |
| Die y size | `81 um` |
| Core box area | `0.00363 mm^2` |
| Count of buffer and inverter cells on the critical path | `4` |
| Starting DRC count in detailed routing | `3` |
| Total track usage | `7.79%` |
| Worst Path Class, Setup | `in2out` |
## synth_stat cells (all sizes together)
cell type	count
mux2	32
buf	4
## worst max path at each step
stage / start / endpoint / slack [ps] / cells after the start
4_1_cts: s / c[4] / -180 / 5
5_1_grt: b[31] / c[31] / -200 / 3
6_report: s / c[4] / -180 / 5
## worst min-delay path, delay by kind of cell
family	cells	cell delay (ps)
buf+inv	2	160
mux	1	130
## cells by family (layout without fill, tap and decap cells)
logic type | count (synthesis) | in the layout | synth area share, %
mux | 32 | 32 | 86.9
buf+inv | 4 | 107 | 13.1
## repair_timing
item,in CTS,in global routing
buffers inserted,5,1
setup endpoints to repair,32,32
resized,171,10
cloned,2,0
## through the flow
step | cell area (um^2) | worst slack (ps) | instances | TNS [ps] | util (%)
floorplan | 544 | 66.9 | 36 | 0 | -
global placement | 1540 | -504 | 179 | -15610 | 42.4
detailed placement | 1540 | -512 | 179 | -15810 | 42.4
CTS | 1540 | -181 | 186 | -3620 | 42.3
global route | 1590 | -196 | 187 | -3860 | 43.8
finish | 1590 | -179 | 187 | -3300 | 43.8
## routing by layer
layer	up-vias	share of wire, %	wire (um)
li1	345	-	-
met1	320	37	1080
met2	50	50	1450
met3	0	12	350
met4	0	0	0
met5	-	0	0
## power breakdown
| part | leakage (uW) | total [uW] | internal, uW | switching (uW) |
|---|---|---|---|---|
| sequential | 0 | 0 | 0 | 0 |
| clock | 0 | 0 | 0 | 0 |
| combinational | 0.000872 | 624 | 487 | 137 |
| total | 0.000872 | 624 | 487 | 137 |
## cell type report
cell class | count | area (um^2)
Fill cell | 357 | 2040
Timing Repair Buffer | 107 | 1050
Multi-Input combinational cell | 32 | 477
Tap cell | 48 | 60.1
Power and IR drop assume default switching activity.
